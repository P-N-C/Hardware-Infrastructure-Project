## flow/config.mk

```make
export PLATFORM = sky130hd
export DESIGN_NAME = MUXB
export DESIGN_NICKNAME = MUXB
export VERILOG_FILES = /design/flow/design.v
export SDC_FILE = /design/flow/constraint.sdc
export NUM_CORES = 4
export LEC_CHECK = 1
export CORE_AREA = 10 10 131 131
export DIE_AREA = 0 0 141 141
```

## flow/constraint.sdc

```tcl
current_design MUXB

set clk_period 1.0
set clk_io_pct 0.2

create_clock -name clk0 -period $clk_period

set non_clock_inputs [all_inputs -no_clocks]
set_input_delay [expr $clk_period * $clk_io_pct] -clock clk0 $non_clock_inputs
set_output_delay [expr $clk_period * $clk_io_pct] -clock clk0 [all_outputs]
```

## flow/design.v

```verilog
module MUXB(
input logic [1:0]AluSrcB, 
input logic[64-1:0]dadoA, dadoB, dadoC, dadoD,
output logic [64-1:0]dadoOUT
);
always_comb begin
	case(AluSrcB)
		2'b00: dadoOUT = dadoA;
		2'b10: dadoOUT = dadoC;
		2'b11: dadoOUT = dadoD;
		default: dadoOUT = dadoB;
	endcase
end
endmodule 
```

## flow/run.sh

```bash
#!/bin/bash
# OpenROAD 26Q1-2900-gdf79404cd8, Yosys 0.63+post, stock flow scripts
make -C /OpenROAD-flow-scripts/flow DESIGN_CONFIG=/design/flow/config.mk WORK_HOME=/design/flow/orfs finish
```

==> impl_metrics.sql <==
-- metrics for the results database
INSERT INTO impl_metrics (metric_group, metric, value, unit) VALUES
('status', 'status', 'finished with violations', ''),
('status', 'failed_checks', 'setup timing', ''),
('floorplan', 'die_x', '141', 'um'),
('setup_path', 'cp_data_arrival_time', '1300', 'ps'),
('setup_path', 'endpoint_kind', 'primary output', ''),
('placed_design', 'post-place-ws', '-852.9', 'ps'),
('setup_path', 'path_max_fanout', '5', ''),
('final_layout', 'fillers', '1458', ''),
('job', 'cap_violations', '0', ''),
('clock_network', 'post_cts_hold_buffer_count', '0', ''),
('drt', 'drt_pre_antenna_iters', '4', ''),
('synthesis', 'synth_top_area_share', '0.8327', ''),
('synthesis', 'syn-instance-count', '78', ''),
('timing', 'setup_slack', '-495.2', 'ps'),
('pwr', 'total_leakage_power', '2.273', 'nW'),
('final_layout', 'layout-drive-gt1-share', '0.3991', ''),
('final_layout', 'numSequentialCells', '0', ''),
('placed_design', 'gpl.final_weighted_congestion', '0.9087', ''),
('drt', 'detail_route.drc_violations', '0', ''),
('synthesis', 'netlist_area', '1623', 'um^2'),
('synthesis', 'synth.yosys.num_cells', '78', ''),
('final_layout', 'flow.area_growth_from_synthesis', '213.0', '%'),
('pwr', 'powerDensity', '391.9', 'nW/um^2'),
('synthesis', 'area_leaders', 'sky130_fd_sc_hd__mux4_2 (83%), sky130_fd_sc_hd__buf_12 (7.4%), sky130_fd_sc_hd__mux4_1 (6.5%), sky130_fd_sc_hd__buf_2 (1.9%), sky130_fd_sc_hd__buf_6 (0.69%)', ''),
('drt', 'antenna_violating_nets_post_route', '0', ''),
('drt', 'route.final.wire_length', '13.75', 'mm'),
('floorplan', 'core.rowCount', '44', ''),
('pwr', 'max-vdd-ir-drop', '0.0001334', 'V'),
('setup_path', 'startpoint_type', 'input port', ''),
('placed_design', 'dp_hpwl', '11.94', 'mm'),
('global_routing', 'grt_antenna_before_repair', '2', ''),
('setup_path', 'worstPathRequired', '800', 'ps'),
('timing', 'final.period_utilization', '1.495', ''),
('synthesis', 'cell_accounting_for_the_most_synthesized_area', 'sky130_fd_sc_hd__mux4_2', ''),
('floorplan', 'fp-utilization', '0.1125', ''),
('synthesis', 'synth.yosys.seq_area_share', '0', ''),
('timing', 'fin_hold_viols', '0', ''),
('timing', 'final_setup_violation_count', '64', ''),
('final_layout', 'finish.utilization', '0.3522', ''),
('global_routing', 'track_usage', '0.1324', ''),
('drt', 'dr_total_vias', '2500', ''),
('timing', 'post_route_worst_hold_slack', '783.3', 'ps'),
('synthesis', 'avgSynthCellArea', '20.81', 'um^2'),
('global_routing', 'grt_remaining_overflow', '0', ''),
('final_layout', 'ff_latch_area', '0', 'um^2'),
('synthesis', 'synth-area-yosys', '1623', 'um^2'),
('global_routing', 'maximum_number_of_pins_on_one_net_before_global_route_repair', '31', ''),
('final_layout', 'clkbuf_count', '0', ''),
('floorplan', 'die_h', '141', 'um'),
('final_layout', 'final_layout_top_logic_cell', 'sky130_fd_sc_hd__dlygate4sd2_1', ''),
('floorplan', 'design.core.area', '14420', 'um^2'),
('global_routing', 'grt_first_pass_wirelength', '19.93', 'mm'),
('global_routing', 'grt_pass1_vias', '2949', ''),
('drt', 'detailed_route_vias_per_instance', '4.092', ''),
('timing', 'finalCriticalPeriod', '1495', 'ps'),
('placed_design', 'port_buffers', '322', ''),
('final_layout', 'layout.cells.most_common_list', 'sky130_fd_sc_hd__dlygate4sd2_1 (122), sky130_fd_sc_hd__clkdlybuf4s50_1 (120), sky130_fd_sc_hd__mux4_2 (64)', ''),
('drt', 'drtIter0Drc', '47', ''),
('drt', 'routed_wire_length_per_instance', '22.51', 'um'),
('synthesis', 'synthDistinctLibCells', '6', ''),
('timing', 'report.final.slew_viol_count', '0', ''),
('synthesis', 'yosys_warnings', '1', ''),
('min_path', 'min_path_type', 'input port to primary output', ''),
('job', 'warning_total_across_the_stage_logs', '35', ''),
('timing', 'grt_setup_unrepaired', 'yes', ''),
('timing', 'max_freq', '0.6688', 'GHz'),
('floorplan', 'fp.dieArea', '19880', 'um^2'),
('timing', 'slew_headroom', '0.8765', ''),
('timing', 'tightestPinTransition', '185.2', 'ps'),
('floorplan', 'io_pins', '322', ''),
('setup_path', 'setup.worst_path.class', 'input port to primary output', '');
worst paths after layout:
check / from / end / slack, ps / cells past startpoint
setup / recovery: AluSrcB[0] / dadoOUT[10] / -500 / 6
hold / removal: dadoA[39] / dadoOUT[39] / 780 / 3
cell families (layout without fill, tap and decap cells):
| kind of cell | Yosys count | after routing | share of synthesized area |
|---|---|---|---|
| other cells | 0 | 1 | 0 |
| mux | 64 | 64 | 0.8975 |
| buf+inv | 14 | 362 | 0.1025 |
repair_timing:
| item | 4_1_cts | 5_1_grt |
|---|---|---|
| endpoints found under the hold margin | 0 | 0 |
| setup buffers | 15 | 2 |
| resized | 385 | 15 |
| setup endpoints to repair | 64 | 64 |
| gates cloned | 4 | 0 |
area by class of cell:
class	instances	area (um^2)	area share
antenna	1	2.502	0.0004926
multi-input combinational	64	1441	0.2837
tap	184	230.2	0.04532
timing repair buffer	362	3406	0.6704
metal layers:
metal	track usage	up-vias	wire length [um]
met1	0.1527	1198	4872
li1	-	1112	-
met4	0.002174	2	28
met2	0.2335	184	7168
met3	0.06001	4	1675
met5	0	-	7
metrics by stage:
step           std cells  total power [mW]  TNS [ps]  cell area (um^2)
2_1_floorplan         78            0.5700     -8152              1632
4_1_cts              609             2.045    -26660              5039
3_5_place_dp         591             2.246    -50020              5135
3_3_place_gp         591             2.241    -50080              5135
6_report             611             1.991    -25420              5080
5_1_grt              610             2.143    -28150              5077
critical path, cell delays in order:
cell and delay, ps:
sky130_fd_sc_hd__buf_16 120, sky130_fd_sc_hd__buf_12 130, sky130_fd_sc_hd__buf_6 100, sky130_fd_sc_hd__buf_6 110, sky130_fd_sc_hd__mux4_2 500, sky130_fd_sc_hd__buf_2 140
cells in the mapped netlist:
| master | count |
|---|---|
| sky130_fd_sc_hd__mux4_1 | 4 |
| sky130_fd_sc_hd__clkbuf_2 | 1 |
| sky130_fd_sc_hd__buf_12 | 6 |
| sky130_fd_sc_hd__mux4_2 | 60 |
| sky130_fd_sc_hd__buf_6 | 1 |
| sky130_fd_sc_hd__buf_2 | 6 |
power breakdown:
group          internal [mW]  leakage [nW]  switching (mW)
logic                   1.50          2.27           0.491
registers                  0             0               0
clock network    0.000000134    0.00000634               0
total                   1.50          2.27           0.491
No activity file was given, so power comes from the tool's default toggle rates.
