==> /design/flow/design.v <==
module register(
            input clk,
            input reset,
            input regWrite,
            input logic [64-1:0] DadoIn,
            output logic [64-1:0] DadoOut, 
	    output logic [32-1:0]DadoOut_inst
        );
always_ff @(posedge clk or posedge reset)
begin	
	if(reset)begin
		DadoOut <= 64'd0;
		DadoOut_inst <= 32'd0;
	end
	else
	begin
		if (regWrite) begin
		    DadoOut <= DadoIn;
		    DadoOut_inst <= DadoIn[31:0];
		end
	end		
end
endmodule 
==> /design/flow/run.sh <==
#!/bin/bash
# OpenROAD 26Q1-2900-gdf79404cd8, Yosys 0.63+post, stock flow scripts
make -C /OpenROAD-flow-scripts/flow DESIGN_CONFIG=/design/flow/config.mk WORK_HOME=/design/flow/orfs finish
==> /design/flow/config.mk <==
export PLATFORM = sky130hd
export DESIGN_NAME = register
export DESIGN_NICKNAME = register
export VERILOG_FILES = /design/flow/design.v
export SDC_FILE = /design/flow/constraint.sdc
export NUM_CORES = 4
export LEC_CHECK = 1
export CORE_UTILIZATION = 40
==> /design/flow/constraint.sdc <==
current_design register

set clk_period 1.5
set clk_io_pct 0.2

create_clock -name clk0 -period $clk_period [get_ports {clk}]

set non_clock_inputs [all_inputs -no_clocks]
set_input_delay [expr $clk_period * $clk_io_pct] -clock clk0 $non_clock_inputs
set_output_delay [expr $clk_period * $clk_io_pct] -clock clk0 [all_outputs]
==> flow_summary.ini <==
; yosys + openroad results
[global_routing]
antenna_found_initial = 0
overflow = 0
grt_pass1_wl_mm = 9.32
grt_pass1_vias = 1776
grt_max_degree = 35
grtUsageTotal = 0.166

[sta]
fmax_mhz = 684
slew_viol_final = 0
period_used_share = 0.975
worst_pin_slew_ns = 0.259
finalHoldViolCount = 0
skew_ns = 0
relSlewSlack = 0.828
fin_crit_ns = 1.46
finalSetupTns_ns = 0
setup_viol = 0

[synth]
netlist_top_cells_count = dfrtp_1, mux2_4, buf_4
ys_ff = 64
ys_cells = 168
top_area_frac = 0.548
synth_warnings = 1
ys_types = 7
netlist_area_um2 = 2920
edf_count = 0
ys_async_sr_fraction = 1.00
yosys_area_um2 = 2920
area_leaders = dfrtp_1, mux2_4, buf_4, buf_12, mux2_2
yosysSeqAreaShare = 0.548
flop_cell = dfrtp_1
avgSynthCellArea_um2 = 17.4
most_common_cell = dfrtp_1
top_area_cell = dfrtp_1
syn_inst = 168

[die]
coreArea_um2 = 6940
die_x_um = 87.5
die_h_um = 87.5
io_pins = 163
fp_util = 0.421
std_cell_rows = 30
die_area_um2 = 7650

[route]
drt_wl_total_mm = 6.57
viasPerCell = 4.20
vias = 1836
insertedDiodeCount = 0
ant_nets = 0
wire_per_inst_um = 15.0
dr.pass1.iters = 3
drc = 0
drt_iter0_drc = 30

[worst_setup_path]
crit_chain = clkdlybuf4s50_1
r2r.worst_path.cells = 3
r2r-end = DadoOut_inst[15]
cp_slowest_cell = clkdlybuf4s50_1
crit_type = register to output port
cp.required_ns = 1.20
crit_path_max_fanout = 2
critPathTopFamily = buffers and inverters
cpPeakStageDelay_ns = 0.49
timing.rr.start = DadoOut_inst[15]
crit_path_end = DadoOut[33]
worstSetupStartpointType = register
cp-end-kind = output port
crit_path_start = DadoOut[33]
crit_buf_inv = 1
reg2reg_setup_slack_ns = 0.49
arrival_ns = 1.16
cp.depth = 1

[power_and_ir_drop]
ir_drop_mv = 0.657
p_per_area_nw_per_um2 = 948
power.internal_mw = 3.75
p_leak_nw = 2.71
pwr-share-comb = 0.223
power.share.sequential = 0.429
clkPwrFrac = 0.348
p_sw_mw = 0.931
p_sw_frac = 0.199

[clock_tree]
cts_buffer_depth = 2
postCtsHoldBufs = 0
insertion_delay_ns = 0.32
cts_tree = done
clock-sinks = 64
clk_pin_slew_ns = 0.07
numCtsBuffers = 9
htreeDepth = 3
ctsRootBufferMaster = clkbuf_8

[finish]
syn2layout_area_growth_pct = 68.8
layout-drive-gt1-share = 0.337
layoutNonFillerInstCount = 437

[status]
status = finished, final reports clean

[place]
place_congestion = 0.755
port_buffers = 162
place_hpwl_mm = 4.42
placed_cells = 391

[run]
cap_violations = 0
tool_warnings = 26

[worst_hold_path]
hold_path_class = input port to async pin
placed cells by master, fill, tap and decap left out, drive strengths merged:
cell	instances
clkinvlp	1
buf	36
dlygate4sd2	21
clkdlybuf4s50	87
dlymetal6s2s	53
bufinv	2
mux2	64
dfrtp	64
clkbuf	12
clkinv	1
cell families (layout without fill, tap and decap cells):
group	Yosys count	after routing	share of synthesized area
DFF	64	64	0.548
buffers and inverters	40	213	0.128
muxes	64	64	0.324
power by group through the flow:
stage	Clock (mW)	Combinational, mW	Sequential, mW
finish	1.63	1.04	2.01
global route	1.77	1.13	2.03
CTS	1.69	1.00	2.02
area by class of cell:
| type | count | area, um2 |
|---|---|---|
| Inverter | 1 | 7.51 |
| Sequential cell | 64 | 1600 |
| Multi-Input combinational cell | 64 | 946 |
| Fill cell | 459 | 2010 |
| Timing Repair Buffer | 197 | 2040 |
| Tap cell | 96 | 120 |
| Clock buffer | 12 | 155 |
| Clock inverter | 3 | 65.1 |
through the flow:
stage	worst slack, ns	power [mW]	hold slack [ns]	util	cell area, um2
final	0.0373	4.68	0.381	0.710	4930
after global routing	-0.0161	4.93	0.381	0.710	4930
after CTS	0.000862	4.72	0.368	0.662	4600
after detailed placement	0.324	3.07	0.490	0.630	4370
after global placement	0.334	3.06	0.493	0.630	4370
after floorplan	0.469	2.45	0.431	-	2930
worst min-delay path by stage:
| stage | start | to | slack (ns) | depth (start not counted) |
|---|---|---|---|---|
| 4_1_cts | reset | DadoOut[36] | 0.37 | 3 |
| 5_1_grt | reset | DadoOut[36] | 0.38 | 3 |
| 6_report | reset | DadoOut[41] | 0.38 | 3 |
sequential cells by signal, summed over array words and instances (netlist names):
register and count:
DadoOut 33, DadoOut_inst 31
tightest hold or removal path, cell delays in order:
cell             delay [ns]
clkdlybuf4s50_1        0.44
clkinvlp_4             0.12
buf_12                 0.21
what timing repair did:
item,in CTS,in global routing
setup buffers,4,27
gates resized,21,53
endpoints found under the setup margin,29,66
routing by layer:
metal	track usage	up-vias	wire [um]
met2	0.256	74	3130
met1	0.253	883	2960
met4	0.0164	0	38
li1	-	874	-
met5	0	-	0
met3	0.0462	5	445
No activity file was given, so power comes from the tool's default toggle rates.
