===== design.v =====
module MUXA(
input logic AluSrcA, 
input logic[64-1:0]dadoA, dadoB,
output logic [64-1:0]dadoOUT
);
always_comb begin
	if(!AluSrcA) dadoOUT = dadoA;
	else dadoOUT = dadoB;
end
endmodule 

===== run.sh =====
#!/bin/bash
# OpenROAD 26Q1-2900-gdf79404cd8, Yosys 0.63+post, stock flow scripts
make -C /OpenROAD-flow-scripts/flow DESIGN_CONFIG=/design/flow/config.mk WORK_HOME=/design/flow/orfs finish

===== config.mk =====
export PLATFORM = sky130hd
export DESIGN_NAME = MUXA
export DESIGN_NICKNAME = MUXA
export VERILOG_FILES = /design/flow/design.v
export SDC_FILE = /design/flow/constraint.sdc
export NUM_CORES = 4
export LEC_CHECK = 1
export CORE_AREA = 10 10 83 83
export DIE_AREA = 0 0 93 93

===== constraint.sdc =====
current_design MUXA

set clk_period 1.0
set clk_io_pct 0.2

create_clock -name clk0 -period $clk_period

set non_clock_inputs [all_inputs -no_clocks]
set_input_delay [expr $clk_period * $clk_io_pct] -clock clk0 $non_clock_inputs
set_output_delay [expr $clk_period * $clk_io_pct] -clock clk0 [all_outputs]

==> ci_impl_report.md <==
## Synthesis and layout report

| Metric | Value |
|---|---|
| Hold_sp | `dadoB[30]` |
| Min cycle time layout | `1220 ps` |
| Combinational fraction of design power | `100.0%` |
| Clk network pwr share | `0%` |
| First-pass GRT wire length | `9.88 mm` |
| Worst EP arrival | `1020 ps` |
| GR Overflow Total | `0` |
| Total number of yosys warnings | `1` |
| Largest net degree at the start of global routing | `12` |
| Switching share of power | `22.5%` |
| Wire per inst | `roughly 20 um` |
| Sequential Power Share | `0%` |
| Share of cells above drive strength 1 | `53.6%` |
| Setup Viol. Count Final | `64` |
| RSZ-0062 raised after global routing | `yes` |
| Setup TNS | `-10540 ps` |
| Number of distinct library cells after synthesis | `4` |
| NetSw | `0.304 mW` |
| Final WS setup | `-220 ps` |
| Chip Area, Yosys | `0.00108 mm^2` |
| WS Path Type | `input pin to output pin` |
| 1st-pass router iterations | `2` |
| Final Non-Filler Cells | `346` |
| DR DRC count | `0` |
| Achievable frequency | `between 800 and 900 MHz` |
| Pre-CTS WS | `-546 ps` |
| Via count | `1398` |
| DR iter-0 viols | `7` |
| Initial antenna violation count | `0` |
| CP startpoint kind | `input pin` |
| Die area | `slightly below 0.009 mm^2` |
| Fin. max-slew vios | `0` |
| Failing checks | `negative setup slack` |
| Worst EP required | `roughly 800 ps` |
| Io pins | `a little under 200` |
| GP Congestion | `0.790` |
| # diodes | `0` |
| Crit share post-route | `122%` |
| Drt via density | `4.04` |
| Vias in the first global route | `1549` |
| PwrDens | `421 mW/mm^2` |
| Max-slew headroom | `between 90% and 100%` |
| LEAKAGE | `1.67 nW` |
| DP HPWL | `around 6 mm` |
| Hold Crit Class | `input pin to output pin` |
| Synth Instances | `71` |
| Max_cap viols | `0` |
| Setup crit end kind | `output pin` |
| Peak supply drop | `roughly 0.20 mV` |
| Final Cell Area | `around 0.0032 mm^2` |
| Synthesized area | `0.00108 mm^2` |
| Hold Crit Depth | `3` |
| Fp_density | `21.0%` |
| Tot GR Track Use | `14.8%` |
| Critical path fanouts, max | `6` |
| ANT nets after route | `0` |
| Core ar. | `around 0.0051 mm^2` |
| Chip height | `93 um` |
| Sequential cell area | `0 um^2` |
| FP Rows | `26` |
| Endpoints failing hold | `0` |
| Status | `complete, but fails checks` |
| Layout clock buffer count | `0` |
| CP startpoint | `AluSrcA` |
| Worst slew pin tran | `90.2 ps` |
| Tool Warnings | `35` |
| Post-placement cell area | `0.00303 mm^2` |
| Worst hold path endpoint | `dadoOUT[30]` |
| Internal power | `1.04 mW` |
| Die extent in x | `just over 90 um` |
| Area delta synth->final | `198%` |
| Syn_area_per_cell | `15.2 um^2` |
| Hold Buf Count CTS | `0` |
| Synth Seq Share | `0%` |
| Final wirelength | `a little over 7 mm` |
| Cells after DPL | `331` |
| Flops | `0` |
| Yosys Instances | `71` |
| Count of input and output buffers | `roughly 190` |
[cells in the mapped netlist]
cell	number	area (um^2)
mux2_4	60	901
buf_12	6	120
mux2_2	4	45.0
buf_6	1	11.3
[through the flow]
stage	power [mW]	hold WS (ps)	utilization, %
after floorplan	0.408	498	-
after global placement	1.34	1320	59.0
after detailed placement	1.34	1320	59.0
after CTS	1.34	805	61.0
after global routing	1.44	720	62.4
final	1.35	694	62.4
[power by group through the flow]
stage                 clock, mW  combinational, mW  sequential (mW)
final                         0               1.35                0
after global routing          0               1.44                0
after CTS                     0               1.34                0
[cells in the final DEF, fill, tap and decap left out]
| cell | Yosys | layout |
|---|---|---|
| clkdlybuf4s50_1 | 0 | 64 |
| buf_6 | 1 | 42 |
| mux2_4 | 60 | 64 |
| buf_2 | 0 | 28 |
| buf_16 | 0 | 6 |
| dlygate4sd2_1 | 0 | 59 |
| buf_12 | 6 | 8 |
| dlymetal6s2s_1 | 0 | 5 |
[metal layers]
metal / track usage, % / vias to the layer above / part of all wire, %
li1: - / 686 / -
met2: 29.2 / 79 / 56
met5: 0 / - / 0
met3: 7.11 / 4 / 11
met4: 1.03 / 0 / 0.94
met1: 13.8 / 629 / 32
[layout make-up]
type / count / area [um^2]
repair buffers: 212 / 2160
fillers: 479 / 1930
multi-input cells: 64 / 961
well taps: 70 / 87.6
[critical path: stages]
cell    delay (ps)
buf_16         130
buf_12         140
buf_16         130
mux2_4         300
buf_6          110
[logic make-up after synthesis]
| logic type | share of synthesized area (%) |
|---|---|
| buffers and inverters | 12.2 |
| multiplexers | 87.8 |
[repair_timing]
| action | 4_1_cts | 5_1_grt |
|---|---|---|
| cloned | 6 | 0 |
| endpoints found under the setup margin | 64 | 64 |
| setup buffers | 9 | 1 |
| gates resized | 313 | 17 |
[how the worst max path moves through the flow]
stage | to | slack [ps] | cells past startpoint
4_1_cts | dadoOUT[11] | -330 | 6
5_1_grt | dadoOUT[44] | -240 | 5
6_report | dadoOUT[44] | -220 | 5
Power figures rest on the tool's default switching activity, not on a simulated workload.
